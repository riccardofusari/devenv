==> flow/config.mk <==
export PLATFORM = sky130hd
export DESIGN_NAME = clock_stepping
export DESIGN_NICKNAME = clock_stepping
export VERILOG_FILES = /design/flow/design.v
export SDC_FILE = /design/flow/constraint.sdc
export NUM_CORES = 4
export LEC_CHECK = 1
export CORE_UTILIZATION = 30
==> flow/constraint.sdc <==
current_design clock_stepping

set clk_period 15.1
set clk_io_pct 0.2

create_clock -name clk0 -period $clk_period [get_ports {clk_i}]

set non_clock_inputs [all_inputs -no_clocks]
set_input_delay [expr $clk_period * $clk_io_pct] -clock clk0 $non_clock_inputs
set_output_delay [expr $clk_period * $clk_io_pct] -clock clk0 [all_outputs]
==> flow/design.v <==
package bus_sniffer_pkg;
  typedef struct packed {
    logic        req;
    logic        we;
    logic [3:0]  be;
    logic [31:0] addr;
    logic [31:0] wdata;
  } obi_req_t;
  typedef struct packed {
    logic        gnt;
    logic        rvalid;
    logic [31:0] rdata;
  } obi_resp_t;
  typedef struct packed {
    obi_req_t  core_instr_req;
    obi_resp_t core_instr_resp;
    obi_req_t  core_data_req;
    obi_resp_t core_data_resp;
    obi_req_t  dma_read_req;
    obi_resp_t dma_read_resp;
    obi_req_t  dma_write_req;
    obi_resp_t dma_write_resp;
    obi_req_t  dma_addr_req;
    obi_resp_t dma_addr_resp;
    obi_req_t  ao_peripheral_slave_req;
    obi_resp_t ao_peripheral_slave_resp;
    obi_req_t  peripheral_slave_req;
    obi_resp_t peripheral_slave_resp;
    obi_req_t [1:0]  ram_slave_req;
    obi_resp_t [1:0] ram_slave_resp;
    obi_req_t  flash_mem_slave_req;
    obi_resp_t flash_mem_slave_resp;
  } bus_sniff_bundle_t;
  typedef struct packed {
    logic [7:0]  source_id;
    logic [16:0] reserved;      
    logic [31:0] timestamp;
    logic [31:0] address;
    logic [31:0] data;
    logic [3:0]  byte_enable;
    logic        we;
    logic        valid;
    logic        gnt;
  } sniffer_frame_t;
endpackage : bus_sniffer_pkg
module clock_stepping (
  input  logic        clk_i,           
  input  logic        rst_ni,          
  input  logic [31:0] cycles_counter,  
  output logic        clk_o            
);
logic [31:0] cycle_count;
logic        clk_en;
always_ff @(posedge clk_i or negedge rst_ni) begin
  if (!rst_ni) begin
    cycle_count <= 32'h0;
    clk_en      <= 1'b0;
  end else begin
    if (cycle_count > 0) begin
      cycle_count <= cycle_count - 1;
      clk_en      <= 1'b1;
    end else begin
      clk_en      <= 1'b0;
    end
  end
end
assign clk_o = clk_en ? clk_i : 1'b0;  
endmodule
==> flow/run.sh <==
#!/bin/bash
# OpenROAD 26Q1-2900-gdf79404cd8, Yosys 0.63+post, stock flow scripts
make -C /OpenROAD-flow-scripts/flow DESIGN_CONFIG=/design/flow/config.mk WORK_HOME=/design/flow/orfs finish
==> summary.txt <==
Status on the layout run. The flow ran to the end, and the final reports show no timing, DRC or antenna violations. Total placed cells including tap cells landed at 225. Total DRC errors in the routed layout landed at 0. Tally of non-filler cells in the final layout landed at 235. Number of distinct library cells after synthesis landed at 29. Leaving out fill and tap cells, the most frequent cells in the layout are sky130_fd_sc_hd__dfrtp_1, sky130_fd_sc_hd__nor3_1, sky130_fd_sc_hd__xor2_1, sky130_fd_sc_hd__nor2_1, sky130_fd_sc_hd__xnor2_1.

Antenna diode instance count landed at 0. The die is 75.4 um tall. The initial antenna violation count was 0.

Worst path required time landed at roughly 12 ns. Overall routing resource usage recorded by global route was around an eighth. The timing report gives the biggest stage delay along the critical path as about 0.39 ns. In this run the remaining antenna-violating nets after routing total 0. The analysis attributes to cell leakage a power of ~0.98 nW.

Worst clock skew landed at ~0.0057 ns. Per the cell usage report, the commonest logic cell in the layout is sky130_fd_sc_hd__dfrtp_1. The multi-input combinational cells in the finished layout cover a total of ~770 sq um. Synthesized area per cell landed at 10.5 sq um. The final max-slew violation count recorded for this run is 0.

Power density normalized to cell area landed at about 94 nW/um^2. Portion of the post-synthesis area used by sequential elements landed at between 50% and 60%. Sorting the Yosys area breakdown by cell type puts at the top sky130_fd_sc_hd__dfrtp_1.

The final hold violation count recorded for this run is 0. The synthesis report names the predominant flop master as sky130_fd_sc_hd__dfrtp_1. After synthesis, the design contains 154 cells according to Yosys.

Of the cells placed in the final design, the portion with a size suffix greater than 1 is under 10%. The detailed router finished its first iteration with 31 violations. Register bit count reported by yosys landed at 33. The end-of-flow timing check tallies setup violations at 0. Layout filler cell count landed at approximately 540.

For reference, the top cells by area after synthesis are sky130_fd_sc_hd__dfrtp_1, sky130_fd_sc_hd__xor2_1, sky130_fd_sc_hd__xnor2_1. The floorplan report gives the top-level pin count as 35. Area growth from synthesis to layout landed at 14.4%.

Minimum setup slack among reg-to-reg paths landed at between 10 and 15 ns. The worst hold path belongs to the class reg -> reg. Traced cell by cell, the critical path runs through clkbuf_8 -> clkbuf_8 -> and2_1 -> clkdlybuf4s50_1. Setup repair after global routing left no endpoint under its margin. OpenSTA lists the critical path startpoint as clk_i.

First-pass GRT wire length landed at around 5200 um. The core region is 5140 sq um. End-of-flow core utilization landed at 36.0%.

Post-synthesis chip area from yosys landed at roughly 1600 sq um. The report shows a maximum critical-path fanout of 2. In this design, the critical path's most frequently occurring cell is sky130_fd_sc_hd__clkbuf_8. The critical path's slowest stage uses the library cell sky130_fd_sc_hd__clkdlybuf4s50_1.

Worst relative slew slack landed at roughly three fifths. The first TritonRoute pass finished after 4 iterations. Across all layers, the routed design uses about 1100 vias.

Vias per cell landed at 4.82. In this run, synthesis inferred 0 flip-flops with an integrated enable. Netlist area before placement landed at 1620 sq um. The worst setup path is of the clk -> out kind. Count of buffers inserted at the top-level ports landed at 2. Clock latency at the later pin of the worst-skew pair landed at ~0.38 ns. TritonRoute output was used to compute an average wire per cell of 12.6 um.

The worst hold path begins at cycle_count[31]$_DFFE_PN0N_. For this configuration, the core starts out at a cell density of 31.5%. Per the gpl log, the routability congestion estimate is about 0.77. At the pin with the least slew margin, the transition time is between 0.6 and 0.7 ns. Number of logged tool warnings landed at approximately 59. Setup TNS landed at 0 ns. Number of global-route vias before repair landed at approximately 1200. Site row count landed at 26.

Counting the warning lines in the Yosys log gives 1. The synthesized netlist handed to floorplanning was reported with a cell count of 154. Post-cts repair resize count landed at 0. Max-cap violation count landed at 0.

The worst VDD IR drop from the latest analysis is around 0.058 mV. Total setup buffers inserted after CTS landed at 0. From left edge to right edge, the die measures ~75 um.

Of the post-synthesis cell area, the dominant cell type holds between 50% and 60%. Largest net degree at the start of global routing landed at 34. The global route stage reports its total congestion overflow as 0. The worst setup path is captured at a primary output. In the synthesized netlist the async set-or-reset flop fraction comes to 100%. Total wire length after detailed routing landed at about 3000 um. According to the timing report, the arrival time at the worst endpoint equals around 8.3 ns. Hold-fix buffer count after cts landed at 0.

The die covers 5690 sq um. Clock-pin slew reported for the worst setup and hold paths after clock tree synthesis landed at about 0.060 ns. STA classifies the critical path startpoint as a clock port. Registers take just over 800 sq um.

TritonCTS built the clock tree. The startpoint identified for the worst register-to-register timing path is cycle_count[0]$_DFFE_PN0N_. Half-perimeter wire length after placement landed at ~2000 um.
-- layer usage --
layer	wire, um	global-route usage [%]	share of wire, %	up-vias
met5	0	0	0	-
met4	28	2.47	0.95	0
met3	144	3.89	4.9	4
met2	1250	18.4	42	15
met1	1540	18.9	52	545
li1	-	-	-	568
-- where the power goes --
| part | total, mW | switching [mW] | internal [mW] |
|---|---|---|---|
| logic | 0.00203 | 0.00163 | 0.000395 |
| clock network | 0.0841 | 0.0312 | 0.0529 |
| registers | 0.0884 | 0 | 0.0884 |
| total | 0.175 | 0.0328 | 0.142 |
-- flip-flops by register name, summed over array words and instances (netlist names) --
signal and count:
clk_en 1, cycle_count 32
-- Yosys cell counts (2+ instances only) --
master                     instances
sky130_fd_sc_hd__and3_1            2
sky130_fd_sc_hd__or3_1             2
sky130_fd_sc_hd__inv_1             2
sky130_fd_sc_hd__nand4_1           4
sky130_fd_sc_hd__nand4b_1          2
sky130_fd_sc_hd__and4_1            3
sky130_fd_sc_hd__nor4_1            9
sky130_fd_sc_hd__xor2_1           16
sky130_fd_sc_hd__dfrtp_1          33
sky130_fd_sc_hd__nand2b_1          2
sky130_fd_sc_hd__nand3_1           8
sky130_fd_sc_hd__buf_2             2
sky130_fd_sc_hd__and2_1            3
sky130_fd_sc_hd__xnor2_1          12
sky130_fd_sc_hd__nor3_1           18
sky130_fd_sc_hd__o21ai_0           2
sky130_fd_sc_hd__nor2_1           12
sky130_fd_sc_hd__nand2_1          11
-- cells by family after synthesis --
logic type      count (synthesis)  synth area share (%)
fa+ha+maj                       1                 0.774
flops                          33                  51.1
simple gates                   82                  28.3
compound gates                  5                  2.94
mux                             1                 0.697
buf+inv                         4                  1.08
xor+xnor                       28                  15.2
-- final timing paths --
kind                                                    end  cells past startpoint
worst min register to register  cycle_count[31]$_DFFE_PN0N_                      1
worst max-delay path                                  clk_o                      4
min in group asynchronous        cycle_count[7]$_DFFE_PN0N_                      2
worst max register to register  cycle_count[29]$_DFFE_PN0N_                      7
worst min-delay path            cycle_count[31]$_DFFE_PN0N_                      1
max in group asynchronous       cycle_count[21]$_DFFE_PN0N_                      2
-- worst max-delay path, delay by kind of cell --
kind / cells / cell delay (ns)
buffers and inverters: 3 / 0.62
AND/OR/NAND/NOR: 1 / 0.12
-- final cells by class --
class | count | share of cell area (%)
timing repair buffer | 2 | 0.947
tap | 70 | 4.74
sequential | 33 | 44.7
clock buffer | 11 | 7.44
multi-input combinational | 117 | 41.8
inverter | 2 | 0.406
-- per-stage QoR --
step                power, mW  setup WS, ns  hold slack (ns)  cell area [sq um]
floorplan              0.0901          4.43            0.443               1620
finish                  0.175          3.79            0.472               1850
detailed placement     0.0923          4.04            0.465               1720
global placement       0.0923          4.04            0.466               1720
CTS                     0.178          3.77            0.477               1850
global route            0.184          3.74            0.483               1850
Power is estimated from default activity; no workload was simulated.
